===== /design/flow/run.sh =====
#!/bin/bash
# OpenROAD 26Q1-2900-gdf79404cd8, Yosys 0.63+post, stock flow scripts
make -C /OpenROAD-flow-scripts/flow DESIGN_CONFIG=/design/flow/config.mk WORK_HOME=/design/flow/orfs finish

===== /design/flow/config.mk =====
export PLATFORM = sky130hd
export DESIGN_NAME = topModule
export DESIGN_NICKNAME = topModule
export VERILOG_FILES = /design/flow/design.v
export SDC_FILE = /design/flow/constraint.sdc
export NUM_CORES = 4
export LEC_CHECK = 1
export CORE_AREA = 10 10 70 70
export DIE_AREA = 0 0 80 80

===== /design/flow/constraint.sdc =====
current_design topModule

set clk_period 2.9
set clk_io_pct 0.2

create_clock -name clk0 -period $clk_period

set non_clock_inputs [all_inputs -no_clocks]
set_input_delay [expr $clk_period * $clk_io_pct] -clock clk0 $non_clock_inputs
set_output_delay [expr $clk_period * $clk_io_pct] -clock clk0 [all_outputs]

===== /design/flow/design.v =====
`timescale 1ns / 1ps
module topModule(
    input [7:0] SW,
    output [3:0] LED,
    output CA,
    output CB,
    output CC,
    output CD,
    output CE,
    output CF,
    output CG
    );
    wire a3, a2, a1, a0, b3, b2, b1, b0;
    wire s3, s2, s1, s0, carry0, carry1, carry2, cout;
    assign a0 = SW[0];
    assign a1 = SW[1];
    assign a2 = SW[2];
    assign a3 = SW[3];
    assign b0 = SW[4];
    assign b1 = SW[5];
    assign b2 = SW[6];
    assign b3 = SW[7];
    assign LED[0] = s0;
    assign LED[1] = s1;
    assign LED[2] = s2;
    assign LED[3] = s3;
    assign LED[4] = cout;
    fulladder adds0(a0,b0,0,carry0,s0);
    fulladder adds1(a1,b1,carry0, carry1, s1);
    fulladder adds2(a2,b2,carry1, carry2, s2);
    fulladder adds3(a3,b3,carry2, cout, s3);
    ledDriver Out1(s3, s2, s1, s0, CA, CB, CC, CD, CE, CF, CG);
endmodule 
module fulladder(
    input a,
    input b,
    input c_in,
    output c_out,
    output sum
    );
    assign c_out = (a&b)|(c_in&b)|(c_in&a);
    assign sum = (~a&~b&c_in)|(~a&b&~c_in)|(a&b&c_in)|(a&~b&~c_in);
endmodule
module ledDriver(
    input A,
    input B,
    input C,
    input D,
    output a,
    output b,
    output c,
    output d,
    output e,
    output f,
    output g
    );
    wire x0, x1, x2, x3, x4, x5, x6, x7, x8, x9;
    assign x0 = (~A)&(~B)&(~C)&(~D);
    assign x1 = (~A)&(~B)&(~C)&(D);
    assign x2 = (~A)&(~B)&(C)&(~D);
    assign x3 = (~A)&(~B)&(C)&(D);
    assign x4 = (~A)&(B)&(~C)&(~D);
    assign x5 = (~A)&(B)&(~C)&(D);
    assign x6 = (~A)&(B)&(C)&(~D);
    assign x7 = (~A)&(B)&(C)&(D);
    assign x8 = (A)&(~B)&(~C)&(~D);
    assign x9 = (A)&(~B)&(~C)&(D);
    assign a = ~(x0|x2|x3|x5|x6|x7|x8|x9);
    assign b = ~(x0|x1|x2|x3|x4|x7|x8|x9);
    assign c = ~(x0|x1|x3|x4|x5|x6|x7|x8|x9);
    assign d = ~(x0|x2|x3|x5|x6|x8|x9);
    assign e = ~(x0|x2|x6|x8);
    assign f = ~(x0|x4|x5|x6|x8|x9);
    assign g = ~(x2|x3|x4|x5|x6|x8|x9);
endmodule

==> ci_impl_report.md <==
### Flow metrics

| Metric | Value |
|---|---|
| N_diodes | 0 |
| Metal1 wirelength | 521 um |
| Seq cells | 0 |
| Yosys cell count | 32 |
| Core footprint | 3420 um^2 |
| Post-route setup slack | 64.2 ps |
| Synth top cell by count | inv_1 |
| Status | finished clean |
| Overall Global Routing Usage | 0.0290 |
| Slew HR | 0.889 |
| Placed Instance Area | 513 um^2 |
| Global-route wire length before repair | 1520 um |
| RSZ-0062 raised after global routing | true |
| Total number of vias | 301 |
| Final Wtd Congestion | 0.700 |
| Filler Cell Count | 397 |
| Post-synthesis cell count | 32 |
| Cell type with the largest total area | fa_1 |
| Initial antenna violation count | 0 |
| Tool warnings | 33 |
| Yosys Chip Area | 239 um^2 |
| Vias/cell | 2.95 |
| Die Area | 6400 um^2 |
| Crit path DRT | 2320 ps |
| Syn Area/Cell | 7.47 um^2 |
| Top cells by area | fa_1, buf_4, xor3_2 |
| Drt first-iter violations | 4 |
| Total power | 183 uW |
| Crit path time final | 2840 ps |
| Routed length per placed instance | 8.91 um |
| Critical Path AT | 2260 ps |
| Final ANT Viol Nets | 0 |
| F_max | 353 MHz |
| Hpwl dp | 774 um |
| TritonRoute pass-1 iters | 4 |
| Fin crit share | 0.978 |
| Port Buf Inserts | 19 |
| Number of global-route vias before repair | 319 |
| Residual DRC | 0 |
| Post-synth top area share | 0.168 |
| Die Span X | 80 um |
| Critical Path Source Type | primary input |
| Total gr overflow | 0 |
| DR WL met2 | 269 um |
| Met3 WL | 117 um |
| Util after Layout | 0.162 |
| Slew @ Worst Pin | 165 ps |
| Hold Buf Count CTS | 0 |
| Layout area overhead | 131% |
| CP max FO | 4 |
| Synth unique cells | 19 |
| Endpoints failing setup | 0 |
| DP Cell Count | 100 |
| Largest net degree at the start of global routing | 9 |
| Worst VDD drop | 114 uV |
| Finished Cell Area | 552 um^2 |
| Crit Path Category | in2out |
| Worst Setup End Kind | output port |
| Slew Limit Fails | 0 |
| Core Util at FP | 0.0700 |
| Setup WS pre-CTS | -789 ps |
| Top cells by count, synth | inv_1, buf_4, nand3_1 |
| Mapped Area | 239 um^2 |
| HP Class | in2out |
| Layout cell share with drive strength beyond 1 | 0.589 |
| Post-Route WL | 909 um |
| I/O pins | 19 |
| Clock Buffer Count | 0 |
| Std cell rows | 21 |
| Final Hold Fails | 0 |
| Non-Filler Instances | 102 |
| PwrDens | 332 nW/um^2 |
| Post-synth seq share | 0 |
| Yosys warnings | 3 |
| Highest Signal Layer | met3 |
| Flip-flop and latch area | 0 um^2 |
| Max-cap violations | 0 |
| Pleak | 0.000246 uW |
| Die Height | 80 um |
==> critical path, stage by stage <==
cell and delay [ps]:
buf_8 100, ha_4 140, fa_2 320, inv_2 70, fa_2 450, nor2b_4 150, buf_4 120, a21oi_1 100
dlygate4sd2_1 230
==> path summary, 6_finish.rpt <==
| kind | startpoint | end | depth (start not counted) |
|---|---|---|---|
| worst min-delay path | SW[4] | CA | 5 |
| worst max-delay path | SW[0] | CC | 9 |
==> metrics by stage <==
stage	setup TNS [ps]	hold WS (ps)
2_1_floorplan	0	1350
5_1_grt	-17.4	1740
4_1_cts	0	1700
6_report	0	1690
3_3_place_gp	-5880	2400
3_5_place_dp	-6040	2400
==> layout by cell type (no fill, tap or decap), drive strengths merged <==
master	synthesis	layout
clkdlybuf4s50	0	4
ha	1	1
nand2	1	1
clkbuf	0	1
o21ai	2	2
or3	1	1
inv	5	5
clkdlybuf4s15	0	1
xor3	1	1
a21oi	2	2
xnor2	1	1
fa	2	2
nand3	4	4
nand4	1	1
o211ai	1	1
dlygate4sd2	0	5
buf	5	18
or2	2	2
nand4b	1	1
nand2b	1	1
nor2b	1	1
==> power by group <==
group          internal, uW  switching [uW]
logic                   113            70.2
registers                 0               0
clock network             0               0
==> routing by layer <==
metal	track usage	up-vias
met2	0.0329	19
met5	0	-
met1	0.0473	130
met3	0.0148	0
met4	0	0
li1	-	152
==> cell families (layout without fill, tap and decap cells) <==
logic type | after synthesis | count (layout) | synth area share
and+or+nand+nor | 12 | 12 | 0.304
adders and majority gates | 3 | 3 | 0.220
AOI/OAI and AO/OA | 5 | 5 | 0.115
xor gates and xnor gates | 2 | 2 | 0.141
buffers and inverters | 10 | 34 | 0.220
==> what timing repair did <==
action                     in CTS  in global routing
setup endpoints to repair      10                  6
cloned                          0                  0
buffers inserted                2                  0
pin swaps                       8                  6
gates resized                  53                  5
==> final cells by class <==
cell class / instances / area [um^2] / area share
Timing Repair Buffer: 29 / 241 / 0.438
Inverter: 5 / 21.3 / 0.0385
Multi-Input combinational cell: 22 / 231 / 0.420
Tap cell: 46 / 57.6 / 0.104
Power is estimated from default activity; no workload was simulated.
